File: design.v
module Baud_Counter (clk, reset, reset_counters, baud_clock_full_cycle_edge, baud_clock_half_cycle_edge, all_bits_done);
	input	clk, reset, reset_counters;
	output logic baud_clock_full_cycle_edge, baud_clock_half_cycle_edge, all_bits_done;
	parameter BAUD_COUNTER_WIDTH = 9;
	parameter BAUD_COUNT = 9'd434;					 
	parameter BAUD_TICK_COUNT =  BAUD_COUNT - 1;  
	parameter HALF_BAUD_TICK_COUNT	= BAUD_COUNT / 2;  
	parameter DATA_WIDTH = 8;						 
	parameter TOTAL_DATA_WIDTH = DATA_WIDTH + 2;
	logic [(BAUD_COUNTER_WIDTH - 1):0] baud_counter;	 
	logic [3:0] bit_counter;							 
	always_ff @(posedge clk)
	begin
		if (reset == 1'b1)
			baud_counter <= {BAUD_COUNTER_WIDTH{1'b0}};
		else if (reset_counters)
			baud_counter <= {BAUD_COUNTER_WIDTH{1'b0}};
		else if (baud_counter == BAUD_TICK_COUNT)
			baud_counter <= {BAUD_COUNTER_WIDTH{1'b0}};
		else
			baud_counter <= baud_counter + 1'b1;
	end
	always_ff @(posedge clk)
	begin
		if (reset == 1'b1)
			baud_clock_full_cycle_edge <= 1'b0;
		else if (baud_counter == BAUD_TICK_COUNT)
			baud_clock_full_cycle_edge <= 1'b1;
		else
			baud_clock_full_cycle_edge <= 1'b0;
	end
	always_ff @(posedge clk)
	begin
		if (reset == 1'b1)
			baud_clock_half_cycle_edge <= 1'b0;
		else if (baud_counter == HALF_BAUD_TICK_COUNT)
			baud_clock_half_cycle_edge <= 1'b1;
		else
			baud_clock_half_cycle_edge <= 1'b0;
	end
	always_ff @(posedge clk)
	begin
		if (reset == 1'b1)
			bit_counter <= 4'h0;
		else if (reset_counters)
			bit_counter <= 4'h0;
		else if (bit_counter == TOTAL_DATA_WIDTH)
			bit_counter <= 4'h0;
		else if (baud_counter == BAUD_TICK_COUNT)
			bit_counter <= bit_counter + 4'h1;
	end
	always_ff @(posedge clk)
	begin
		if (reset == 1'b1)
			all_bits_done <= 1'b0;
		else if (bit_counter == TOTAL_DATA_WIDTH)
			all_bits_done <= 1'b1;
		else
			all_bits_done <= 1'b0;
	end
endmodule
module hex_7seg(hex_digit, seg);
	input [3:0] hex_digit;
	output logic [6:0] seg;
	always @ (hex_digit)
	case (hex_digit)
			4'h0: seg = ~7'h3F;
			4'h1: seg = ~7'h06; 	 
			4'h2: seg = ~7'h5B; 	 
			4'h3: seg = ~7'h4F; 	 
			4'h4: seg = ~7'h66; 	 
			4'h5: seg = ~7'h6D; 	 
			4'h6: seg = ~7'h7D; 	 
			4'h7: seg = ~7'h07; 	 
			4'h8: seg = ~7'h7F; 	 
			4'h9: seg = ~7'h67; 	 
			4'ha: seg = ~7'h77;
			4'hb: seg = ~7'h7C;
			4'hc: seg = ~7'h39;
			4'hd: seg = ~7'h5E;
			4'he: seg = ~7'h79;
			4'hf: seg = ~7'h71;
	endcase
endmodule
module One_Sec_Timer (clk, reset, count_en, all_timers_done);
	input	clk, reset, count_en;
	output logic all_timers_done;
	parameter TIMER_WIDTH = 19;
	parameter TIMER_COUNT = 19'd500000;
	parameter TIMER_TICK_COUNT =  TIMER_COUNT - 1;
	parameter TOTAL_TIMER = 100;
	logic [(TIMER_WIDTH - 1):0] time_counter;  
	logic [6:0] total_time_counter;  
	logic counting_flag;  
    	always_ff @(posedge clk) begin
        	if (reset) 
            		counting_flag <= 1'b0;
        	else if (count_en) 
            		counting_flag <= 1'b1;   
        	else if (all_timers_done)
            		counting_flag <= 1'b0;   
    	end
	always_ff @(posedge clk)
	begin
		if (reset)
			time_counter <= {TIMER_WIDTH{1'b0}};
		else if (~counting_flag)
			time_counter <= {TIMER_WIDTH{1'b0}};
		else if (time_counter == TIMER_TICK_COUNT)
			time_counter <= {TIMER_WIDTH{1'b0}};
		else if (counting_flag)  
			time_counter <= time_counter + 1'b1;
	end
	always_ff @(posedge clk)
	begin
		if (reset == 1'b1)
			total_time_counter <= 4'h0;
		else if (~counting_flag)
			total_time_counter <= 4'h0;
		else if (total_time_counter == TOTAL_TIMER)
			total_time_counter <= 4'h0;
		else if (time_counter == TIMER_TICK_COUNT && counting_flag)
			total_time_counter <= total_time_counter + 4'h1;
	end
	always_ff @(posedge clk)
	begin
		if (reset == 1'b1)
			all_timers_done <= 1'b0;
		else if (total_time_counter == TOTAL_TIMER)
			all_timers_done <= 1'b1;
		else
			all_timers_done <= 1'b0;
	end
endmodule
module rs232_top_full(iCLK_50, iKEY, oHEX0, oHEX1, oLEDR, oUART_TXD, iUART_RXD,
	GPIO_oUART_TXD, GPIO_receiving_flag, GPIO_transmitting_flag, GPIO_timer_flag, GPIO_all_bits_received_and_transmitted);
	input iCLK_50;
	input [3:0] iKEY;  
  	output oUART_TXD;  
	input  iUART_RXD;  
  	output [6:0] oHEX0, oHEX1; 
	output [8:0] oLEDR;  
	parameter DATA_WIDTH = 8;
	logic [DATA_WIDTH-1:0] received_data;	
	logic receiving_flag, transmitting_flag;
	logic tx_en, timer_flag, reset;  
	logic all_bits_received, all_bits_transmitted, all_bits_received_and_transmitted;  
	logic [3:0] send_counter;  
	assign reset = ~iKEY[0];
	assign oLEDR[7] = transmitting_flag;
	assign oLEDR[6] = receiving_flag;
	assign oLEDR[3] = ~receiving_flag;  
	output logic GPIO_oUART_TXD, GPIO_receiving_flag, GPIO_transmitting_flag, GPIO_timer_flag, GPIO_all_bits_received_and_transmitted;
	assign GPIO_oUART_TXD = oUART_TXD;  
	assign GPIO_receiving_flag = receiving_flag;  
	assign GPIO_transmitting_flag = transmitting_flag;  
	assign GPIO_all_bits_received_and_transmitted = all_bits_received_and_transmitted;  
	assign GPIO_timer_flag = timer_flag;  
	rx_rs232 DUT_RX( 	
	.clk(iCLK_50),
	.reset(reset),
	.serial_data_in(iUART_RXD),  
	.received_data(received_data),
	.receiving_flag(receiving_flag),
	.all_bits_received(all_bits_received)
	);
	hex_7seg DUT_HEX0(received_data[3:0],oHEX0); 
	hex_7seg DUT_HEX1(received_data[7:4],oHEX1);
	tx_rs232 DUT_TX(
	.clk(iCLK_50),
	.reset(reset),	
	.transmit_data(received_data),  
	.tx_en(tx_en),
	.serial_data_out(oUART_TXD),  
	.transmitting_flag(transmitting_flag),
	.all_bits_transmitted(all_bits_transmitted)
	);
	always_ff @(posedge iCLK_50)
	begin
		if (reset == 1'b1)
			send_counter <= 4'h0;
		else if (receiving_flag)  
			send_counter <= 4'h0;
		else if (send_counter >= 4)  
			send_counter <= 4'h4;
		else if (timer_flag)
			send_counter <= send_counter + 4'h1;
	end
	always_ff @(posedge iCLK_50) begin
        	if (send_counter < 4) begin
           		tx_en = timer_flag;  
				all_bits_received_and_transmitted = all_bits_received || all_bits_transmitted;  
        	end else begin
            		tx_en = 1'b0;  
       		end
    	end
	One_Sec_Timer DUT_Timer(
	.clk(iCLK_50), 
	.reset(reset), 
	.count_en(all_bits_received_and_transmitted), 
	.all_timers_done(timer_flag)
	);
endmodule
module rx_rs232 (clk, reset, serial_data_in, received_data, receiving_flag, all_bits_received);
	parameter BAUD_COUNT = 9'd434;
	parameter DATA_WIDTH = 8;
	parameter TOTAL_DATA_WIDTH = DATA_WIDTH + 2;
	input clk, reset, serial_data_in;
	output logic receiving_flag;  
	output logic [(DATA_WIDTH-1):0] received_data;	 
	output logic all_bits_received;
	logic baud_clock;  
	logic [(TOTAL_DATA_WIDTH - 1):0] data_in_shift_reg;  
	Baud_Counter #(
    	.BAUD_COUNT(BAUD_COUNT),   
    	.DATA_WIDTH(DATA_WIDTH)
	) RS232_RX_Counter (
	.clk(clk),
	.reset(reset),
	.reset_counters(~receiving_flag),
	.baud_clock_full_cycle_edge(),  
	.baud_clock_half_cycle_edge(baud_clock),  
	.all_bits_done(all_bits_received)
	);
	always_ff @(posedge clk)
	begin
		if (reset == 1'b1)
			receiving_flag <= 1'b0;
		else if (all_bits_received == 1'b1)  
			receiving_flag <= 1'b0;	 
		else if (serial_data_in == 1'b0)
			receiving_flag <= 1'b1;
	end
	always_ff @(posedge clk)
	begin
		if (reset == 1'b1)
			data_in_shift_reg <= {TOTAL_DATA_WIDTH{1'b0}};
		else if (baud_clock)	
			data_in_shift_reg <= {serial_data_in, data_in_shift_reg[(TOTAL_DATA_WIDTH - 1):1]};	
	end
	always_ff @(posedge clk)
	begin
		if (reset == 1'b1)
			received_data <= {DATA_WIDTH{1'b0}};
		else if (receiving_flag==1'b0)  
		begin
			received_data <= data_in_shift_reg[DATA_WIDTH:1];  
		end
	end
endmodule
module tx_rs232(clk, reset, transmit_data, tx_en, serial_data_out, transmitting_flag, all_bits_transmitted);
	parameter DATA_WIDTH = 8;
	parameter BAUD_COUNT = 9'd434;
	input clk, reset, tx_en;
	input [DATA_WIDTH:1] transmit_data;
	output logic serial_data_out, transmitting_flag;
	logic baud_clock, read_input_en;
	output logic all_bits_transmitted;
	logic [DATA_WIDTH:0] data_out_shift_reg;
	initial
	begin
		serial_data_out <= 1'b1;
		data_out_shift_reg <= {(DATA_WIDTH + 1){1'b1}};  
	end
	Baud_Counter #(
    	.BAUD_COUNT(BAUD_COUNT),   
    	.DATA_WIDTH(DATA_WIDTH)
	) TX_Counter (
	.clk(clk), .reset(reset), .reset_counters(~transmitting_flag),
	.baud_clock_full_cycle_edge(baud_clock),
	.baud_clock_half_cycle_edge(),
	.all_bits_done(all_bits_transmitted)
	);
	always_ff @(posedge clk)
	begin
		if (reset == 1'b1)
			transmitting_flag <= 1'b0;
		else if (all_bits_transmitted == 1'b1)
			transmitting_flag <= 1'b0;
		else if (tx_en)
			transmitting_flag <= 1'b1;
	end
	assign read_input_en = ~transmitting_flag & ~all_bits_transmitted & tx_en;
	always_ff @(posedge clk)
	begin
		if (reset == 1'b1)
			data_out_shift_reg <= {(DATA_WIDTH + 1){1'b1}};  
		else if (read_input_en)
			data_out_shift_reg <= {transmit_data, 1'b0};
		else if (baud_clock)
			data_out_shift_reg <= {1'b1, data_out_shift_reg[DATA_WIDTH:1]};
	end
	always_ff @(posedge clk)
	begin
		if (reset == 1'b1)
			serial_data_out <= 1'b1; 
		else 
			serial_data_out <= data_out_shift_reg[0];  
	end
endmodule
File: run.sh
#!/bin/bash
# OpenROAD 26Q1-2900-gdf79404cd8, Yosys 0.63+post, stock flow scripts
make -C /OpenROAD-flow-scripts/flow DESIGN_CONFIG=/design/flow/config.mk WORK_HOME=/design/flow/orfs finish
File: config.mk
export PLATFORM = sky130hd
export DESIGN_NAME = rs232_top_full
export DESIGN_NICKNAME = rs232_top_full
export VERILOG_FILES = /design/flow/design.v
export SDC_FILE = /design/flow/constraint.sdc
export NUM_CORES = 4
export LEC_CHECK = 1
export CORE_UTILIZATION = 30
File: constraint.sdc
current_design rs232_top_full

set clk_period 2.4
set clk_io_pct 0.2

create_clock -name clk0 -period $clk_period [get_ports {iCLK_50}]

set non_clock_inputs [all_inputs -no_clocks]
set_input_delay [expr $clk_period * $clk_io_pct] -clock clk0 $non_clock_inputs
set_output_delay [expr $clk_period * $clk_io_pct] -clock clk0 [all_outputs]
==> GITHUB_STEP_SUMMARY <==
### Flow metrics

| Metric | Value |
|---|---|
| Initial DRC count | ~130 |
| Top logic cell by instance count in the layout | sky130_fd_sc_hd__dfxtp_1 |
| Crit-path slowest cell | sky130_fd_sc_hd__dfxtp_1 |
| Startpoint of the lowest-slack hold path | DUT_RX.RS232_RX_Counter.all_bits_done |
| Buffers inserted by post-CTS timing repair | 0 |
| Total of warnings raised by yosys | 12 |
| Total setup violations reported at the end of the flow | 0 |
| Most common flop cell mapped by yosys | sky130_fd_sc_hd__dfxtp_1 |
| Top area contributor share | 0.446 |
| Via density per instance | 4.56 |
| Outcome | complete, no violations |
| CTS hold repair buffers | 0 |
| Total of fill cells in the finished design | 1526 |
| Netlist area before placement | approximately 0.0048 mm² |
| IO Port Bufs | 25 |
| Type of the most critical hold path | flop to flop |
| Wire per inst | 11.3 µm |
| Share of final-layout standard cells stronger than drive strength 1 | 0.0899 |
| Total DRC errors in the routed layout | 0 |
| Flip-flop and latch count after synthesis | between 100 and 150 |
| Post-synthesis cell count from yosys | 516 |
| Clock edge transition at the registers on the reported setup and hold paths | 0.07 ns |
| Slack of the worst reg-to-reg path | 0.32 ns |
| Number of cells in the design after placement | between 700 and 800 |
| H-tree depth reported by CTS | 3 |
| Pin slew with the least headroom to its limit | 0.631 ns |
| CP Cell Sequence | buf_4, inv_1, clkdlybuf4s50_1 |
| Detailed-route wire length | 8650 µm |
| Post-DP HPWL | about 6000 µm |
| Yosys cell types | about 50 |
| Number of instances in the synthesized netlist | 516 |
| Latest clock arrival within the worst-skew pair | 0.35 ns |
| Post-synthesis async set-or-reset flop share | 0 |
| Dominant cell type by area after synthesis | sky130_fd_sc_hd__dfxtp_1 |
| Final Power | approximately 3.4 mW |
| Worst path max stage delay | ~0.55 ns |
| Crit path arrival time | ~1.7 ns |
| Tightest slew margin relative to the limit | 0.575 |
| Clock tree from TritonCTS | done |
| Part of the cycle the worst path needs | 0.892 |
| Die H | between 100 and 150 µm |
| Capturing element type of the critical path | output port |
| Worst setup startpoint | DUT_RX.receiving_flag |
| Area Growth Syn to Fin | 17.9% |
| Starting utilization of the core area | 0.310 |
| Tmin final | approximately 2.1 ns |
| Number of gates resized after cts | 0 |
| DR pass1 iterations | 4 |
| PwrDens | approximately 600 mW/mm² |
| Seq share, synth | 0.453 |
| Highest net fanout along the worst path | 9 |
| Number of antenna violations at the first check in global routing | 0 |
| R2r startpoint | DUT_RX.receiving_flag |
| Number of ports placed on the die boundary | 35 |
| Path depth of the worst reg2reg path | 8 |
| Finished Layout Cells | approximately 770 |
| Unrepaired setup endpoints after global routing | false |
| Sum of overflow across all layers after global routing | 0 |
| Final hold violations | 0 |
| Number of enable-type register cells in the synthesized netlist | 1 |
| Worst supply voltage drop on vdd | roughly 0.32 mV |
| Area of the die | between 0.015 and 0.02 mm² |
| Leakage Power | 1.97 nW |
| Number of warnings in the stage logs | about 41 |
| Number of CTS-inserted buffers | 9 |
| Final clock skew | between 0.007 and 0.008 ns |
| Clock Path Buffers | 2 |
| Via count of the first global-routing pass | between 3000 and 4000 |
| Sum Neg Setup Slack | 0 ns |
| Maximum number of pins on one net before global-route repair | 29 |
| Vias after detailed routing | around 3500 |
| Post-DRT Antenna Nets | 0 |
| Total GRT Usage | 0.112 |
| Antenna Diode Count | 0 |
| Biggest register | DUT_Timer.time_counter |
| Critical Path Sink | oLEDR[3] |
| Critical Path Source Type | flop |
| Endpoint of the most critical register-to-register path | oHEX1[4] |
| Final Wtd Congestion | 0.840 |
| Flip-flop count of the largest register, all copies and words added | 19 |
| Global-route wire length before repair | about 15000 µm |
| Top post-synthesis cells by area | sky130_fd_sc_hd__dfxtp_1 45%, sky130_fd_sc_hd__mux2i_1 5.9%, sky130_fd_sc_hd__ha_1 5.8%, sky130_fd_sc_hd__nor2_1 5.5%, sky130_fd_sc_hd__xnor2_1 4.2% |
| Core area | 0.0153 mm² |
| Maximum operating frequency | 467 MHz |
| Num rows | between 40 and 50 |
| Sink Count | 107 |
| Die X-Extent | ~130 µm |
| Number of pins with negative max-slew slack in the final report | 0 |
| Final core area utilization | 0.366 |
| Number of max-capacitance violations reported | 0 |
| Post-Syn Area per Cell | just over 9 µm² |
| Most common logic cells in the final layout | 106 x sky130_fd_sc_hd__dfxtp_1, 70 x sky130_fd_sc_hd__nor2_1, 35 x sky130_fd_sc_hd__nand2_1 |
| Library cell used as clock root buffer | sky130_fd_sc_hd__clkbuf_16 |
| Crit Path Class | flop to output port |
| Crit path required time | 1.92 ns |
| Chip area line of the yosys report | ~0.0048 mm² |
-- final cells by class --
cell class	instances	area, µm²	area share
clock buffers	9	225	0.0402
clock inverters	7	92.6	0.0165
inverters	27	101	0.0181
multi-input cells	364	2390	0.427
flip-flops and latches	107	2150	0.384
well taps	211	264	0.0471
repair buffers	42	378	0.0674
-- metal layers --
layer,track usage,wire (µm),vias to the layer above
met5,0,0,-
met3,0.0187,238,12
met1,0.164,4400,1617
met2,0.179,3840,34
li1,-,-,1836
met4,0.0180,168,0
-- cell usage after synthesis (2+ instances only) --
master                     number
sky130_fd_sc_hd__nor4bb_1       2
sky130_fd_sc_hd__a211oi_1       5
sky130_fd_sc_hd__nor2_1        70
sky130_fd_sc_hd__and3_1         8
sky130_fd_sc_hd__o21ai_0       14
sky130_fd_sc_hd__nand2_1       35
sky130_fd_sc_hd__buf_4         10
sky130_fd_sc_hd__xnor2_1       23
sky130_fd_sc_hd__or3_1          6
sky130_fd_sc_hd__dfxtp_1      106
sky130_fd_sc_hd__nand3b_1       3
sky130_fd_sc_hd__a31oi_1        2
sky130_fd_sc_hd__mux2_2         7
sky130_fd_sc_hd__nor4b_2        3
sky130_fd_sc_hd__inv_1         27
sky130_fd_sc_hd__nor3b_1        2
sky130_fd_sc_hd__and2_1         5
sky130_fd_sc_hd__buf_1          2
sky130_fd_sc_hd__and4_1         2
sky130_fd_sc_hd__nand3_1       26
sky130_fd_sc_hd__buf_2          4
sky130_fd_sc_hd__o22ai_1        7
sky130_fd_sc_hd__xor2_1        12
sky130_fd_sc_hd__or4_1          5
sky130_fd_sc_hd__a21oi_1       19
sky130_fd_sc_hd__mux2i_1       28
sky130_fd_sc_hd__nand4_1       10
sky130_fd_sc_hd__ha_1          22
sky130_fd_sc_hd__clkbuf_1       8
sky130_fd_sc_hd__nor3_1        12
sky130_fd_sc_hd__nor4_1         5
sky130_fd_sc_hd__or2_2          2
sky130_fd_sc_hd__o31ai_1        7
-- through the flow --
stage	worst slack [ns]	cell area [µm²]	hold WS [ns]
floorplan	0.371	4780	0.385
CTS	0.201	5600	0.425
detailed placement	0.0166	5290	0.413
global route	0.141	5600	0.431
finish	0.259	5600	0.422
global placement	0.0297	5290	0.405
-- logic make-up after synthesis --
kind of cell    after synthesis  share of synthesized area
compound gates               60                     0.0779
xor+xnor                     35                     0.0645
fa+ha+maj                    22                     0.0579
buf+inv                      51                     0.0492
flops                       107                      0.453
mux                          35                     0.0755
other cells                   1                   0.000789
simple gates                205                      0.221
-- critical path, delay by kind of cell, from the launching register on --
family                 cells  cell delay (ns)
buffers and inverters      3             0.77
flip-flops                 1             0.55
-- worst min path at each step --
stage / endpoint / depth (start not counted)
CTS: DUT_RX.receiving_flag / 1
global route: DUT_RX.receiving_flag / 1
finish: DUT_RX.receiving_flag / 1
-- power breakdown --
part | switching, mW | total, mW | internal (mW)
logic | 0.0352 | 0.0602 | 0.0250
registers | 0.00976 | 1.79 | 1.78
clock network | 0.649 | 1.56 | 0.912
total | 0.694 | 3.42 | 2.72
Power figures rest on the tool's default switching activity, not on a simulated workload.
